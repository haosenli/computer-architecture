## design.v

```verilog
module d_ff_neg (q, d, reset, clk);   
    output reg q; 
    input d, reset, clk; 
    always_ff @(negedge clk) 
    if (reset) 
        q <= 0;   
    else 
        q <= d;  
endmodule 
module nn_dff #(parameter N=64) (
        input  logic clk, reset,
        input  logic [N-1:0] in,
        output logic [N-1:0] out
    );
    genvar i;
    generate
        for(i=0; i<N;i++) begin : dff
            d_ff_neg dff_neg (.q(out[i]), .d(in[i]), .reset, .clk);
        end
    endgenerate
endmodule
module reg_ex_mem(
    input  logic clk, reset,
    input  logic [63:0] alu_result_ex, Db_ex, BLT_ex,  
    input  logic [4:0] Rd_ex,
    input  logic [3:0] xfer_size_ex,
    input  logic negative_ex, zero_ex, MemtoReg_ex, RegWrite_ex, cbz_ex, branch_ex, BRsignal_ex, MemWrite_ex, BLsignal_ex,
    output logic [63:0] alu_result_mem, Db_mem, BLT_mem, 
    output logic [4:0] Rd_mem,
    output logic [3:0] xfer_size_mem,
    output logic negative_mem, zero_mem, MemtoReg_mem, RegWrite_mem, cbz_mem, branch_mem, BRsignal_mem, MemWrite_mem, BLsignal_mem
    );
    nn_dff #(64) dff0 (.in(alu_result_ex), .out(alu_result_mem), .*);
    nn_dff #(64) dff1 (.in(Db_ex), .out(Db_mem), .*);
    nn_dff #(64) dff2 (.in(BLT_ex), .out(BLT_mem), .*);
    nn_dff #(5)  dff4 (.in(Rd_ex), .out(Rd_mem), .*);
    nn_dff #(4)  dff5 (.in(xfer_size_ex), .out(xfer_size_mem), .*);
    nn_dff #(1)  dff6 (.in(negative_ex), .out(negative_mem), .*);
    nn_dff #(1)  dff7 (.in(zero_ex), .out(zero_mem), .*);
    nn_dff #(1)  dff8 (.in(MemtoReg_ex), .out(MemtoReg_mem), .*);
    nn_dff #(1)  dff9 (.in(RegWrite_ex), .out(RegWrite_mem), .*);
    nn_dff #(1) dff10 (.in(cbz_ex), .out(cbz_mem), .*);
    nn_dff #(1) dff11 (.in(branch_ex), .out(branch_mem), .*);
    nn_dff #(1) dff12 (.in(BRsignal_ex), .out(BRsignal_mem), .*);
    nn_dff #(1) dff13 (.in(MemWrite_ex), .out(MemWrite_mem), .*);
    nn_dff #(1) dff14 (.in(BLsignal_ex), .out(BLsignal_mem), .*);
endmodule
```

## run.sh

```bash
#!/bin/bash
# OpenROAD 26Q1-2900-gdf79404cd8, Yosys 0.63+post, stock flow scripts
make -C /OpenROAD-flow-scripts/flow DESIGN_CONFIG=/design/flow/config.mk WORK_HOME=/design/flow/orfs finish
```

## config.mk

```make
export PLATFORM = sky130hd
export DESIGN_NAME = reg_ex_mem
export DESIGN_NICKNAME = reg_ex_mem
export VERILOG_FILES = /design/flow/design.v
export SDC_FILE = /design/flow/constraint.sdc
export NUM_CORES = 4
export LEC_CHECK = 1
export CORE_AREA = 10 10 228 228
export DIE_AREA = 0 0 238 238
```

## constraint.sdc

```tcl
current_design reg_ex_mem

set clk_period 1.0
set clk_io_pct 0.2

create_clock -name clk0 -period $clk_period [get_ports {clk}]

set non_clock_inputs [all_inputs -no_clocks]
set_input_delay [expr $clk_period * $clk_io_pct] -clock clk0 $non_clock_inputs
set_output_delay [expr $clk_period * $clk_io_pct] -clock clk0 [all_outputs]
```

==> out/metrics.csv <==
metric;value;unit
required;0.80;ns
syn_avg_cell_area;11.1;um2
leakagePower;0.00579;uW
critical-path-max-stage-delay;0.43;ns
syn_area;7180;um2
cts-htree-levels;1;
route.detailed.vias_per_inst;3.15;
cts_made_buffers;25;
max-clock-path-buffers;3;
worstPathCellList;buf_6;
grtUsageTotal;0.0846;
die_area;56600;um2
grt_overflow_total;0;
pwr_density_cell;2040;nW/um2
critical_path.top_delay_family;flip-flops;
die_width;238;um
violations;setup timing;
initial_utilization;0.154;
layout_fillers;4932;
minimum_hold_slack;0.507;ns
post_detailed_route_count_of_antenna_violating_nets;0;
core_rows;79;
grt_first_pass_wirelength;35900;um
ys_seq_elements;210;
yosys_warnings;1;
total_number_of_vias;5454;
timing_max_transition_violations_final;0;
final_cell_count_no_fill;1731;
cts_root_buffer;clkbuf_16;
synth_chip_area;7180;um2
tritoncts;done;
antenna_found_initial;5;
worst_vdd_drop;1.33;mV
cts_sinks;210;
hold_path.class;in2reg;
post_cts_setup_driven_buffer_insertion_count;0;
fraction_of_final_layout_cells_with_drive_strength_greater_than_1;0.287;
power.switching_fraction;0.272;
ys_seq_share;0.586;
floorplan.die.height;238;um
avgRoutedWirePerCell;14.4;um
max_slew_margin;0.838;
worst-path-max-fanout;1;
areaGrowthSynthToFinish;61.3;%
openroad.warnings;238;
rsz0062_at_grt;yes;
final_layout_top_logic_cell;inv_1;
p_seq_frac;0.382;
place_inst;1476;
netlist-cell-type-count;7;
core_box_area;46800;um2
worst-endpoint-arrival;1.62;ns
cp.buffers_inverters;1;
end_kind;output pin;
routabilityCongestion;0.833;
timing_worst_slew_pin_value;0.243;ns
combinationalPowerShare;0.078;
number_of_instances_in_the_synthesized_netlist;645;
remaining_drc_errors;0;
setup_violations;210;
design_internal_power;17200;uW
postLayoutSetupSlackWorst;-0.824;ns
switching_power;6430;uW
utilization;0.248;
grt_max_degree;37;
pwr-share-clk;0.539;
drt-total-wl;24900;um
outcome;complete, but fails checks;
timing.setup.critical_path_class;reg2out;
drt-pass1-iter-count;6;
aggregate_negative_setup_slack;-143.05;ns
cts.reportedPaths.clkPinSlew;0.03;ns
multi_input_comb_area;1320;um2
drv.max_cap_violation_count;0;
slowest_cell_on_the_critical_path;dfxtp_4;
grt_pass1_vias;6378;
port_buffers;421;
io-pin-count;422;
hold_viol_final;0;
initialDrtViolationCount;113;
synth.yosys.num_cells;645;
detailed_place_hpwl;19400;um
startpoint_type;flip-flop;
area.sequential;4280;um2
layout_top_cells;inv_1, clkdlybuf4s50_1, nor2b_1;
-- per-stage QoR --
| step | instance area (um2) | setup WS [ns] | power (uW) |
|---|---|---|---|
| floorplan | 7320 | -0.0959 | 11300 |
| global placement | 10800 | -0.986 | 12700 |
| detailed placement | 10800 | -0.969 | 12700 |
| CTS | 11500 | -0.892 | 24400 |
| global route | 11600 | -0.902 | 25600 |
| finish | 11600 | -0.824 | 23600 |
-- Yosys cell counts --
cell type  instances  area share
buf_4            214        0.22
clkbuf_1           1     0.00052
inv_1              1     0.00052
nor2b_1          208        0.18
buf_2              9      0.0063
and2b_1            2      0.0021
dfxtp_1          210        0.59
-- state kept, by name (all words and copies together), names as in the netlist --
| signal | count |
|---|---|
| dff8.dff.dff_neg.q | 1 |
| dff7.dff.dff_neg.q | 1 |
| dff5.dff.dff_neg.q | 4 |
| dff2.dff.dff_neg.q | 64 |
| dff11.dff.dff_neg.q | 1 |
| dff10.dff.dff_neg.q | 1 |
| dff13.dff.dff_neg.q | 1 |
| dff14.dff.dff_neg.q | 1 |
| dff12.dff.dff_neg.q | 1 |
| dff0.dff.dff_neg.q | 64 |
| dff6.dff.dff_neg.q | 1 |
| dff4.dff.dff_neg.q | 5 |
| dff1.dff.dff_neg.q | 64 |
| dff9.dff.dff_neg.q | 1 |
-- power groups by stage --
stage | clock, uW | combinational [uW] | sequential (uW)
finish | 12800 | 1840 | 9040
global route | 14500 | 2030 | 9060
CTS | 13500 | 1880 | 9040
-- final timing paths --
kind                                    from                      to  slack, ns  depth (start not counted)
worst max-delay path  dff2.dff[58].dff_neg.q             BLT_mem[58]      -0.82                          1
worst min-delay path                   reset  dff1.dff[50].dff_neg.q       0.51                          3
-- repair_timing --
action,4_1_cts,5_1_grt
hold buffers,0,0
endpoints found under the hold margin,0,0
resized,730,32
setup endpoints to repair,210,210
-- worst min-delay path, stage by stage --
cell and delay, ns:
buf_6 0.11, buf_12 0.18, nor2b_1 0.06
-- kinds of logic after synthesis --
| kind of cell | Yosys count | synth area share |
|---|---|---|
| simple gates | 210 | 0.183 |
| buf+inv | 225 | 0.231 |
| flops | 210 | 0.586 |
-- per-layer routing --
metal / vias to the layer above / track usage / part of all wire
met5: - / 0 / 0.0018
met4: 8 / 0.0515 / 0.045
met3: 57 / 0.0674 / 0.16
met2: 361 / 0.126 / 0.44
met1: 2364 / 0.0802 / 0.35
li1: 2664 / - / -
-- final cells by class --
class,instances,share of cell area
sequential,210,0.369
timing repair buffer,448,0.309
multi-input combinational,210,0.114
clock inverter,230,0.0884
tap,607,0.0656
clock buffer,25,0.0540
antenna,1,0.000216
Power is estimated from default activity; no workload was simulated.
