--- design.v ---
module d_ff_neg (q, d, reset, clk);   
    output reg q; 
    input d, reset, clk; 
    always_ff @(negedge clk) 
    if (reset) 
        q <= 0;   
    else 
        q <= d;  
endmodule 
module nn_dff #(parameter N=64) (
        input  logic clk, reset,
        input  logic [N-1:0] in,
        output logic [N-1:0] out
    );
    genvar i;
    generate
        for(i=0; i<N;i++) begin : dff
            d_ff_neg dff_neg (.q(out[i]), .d(in[i]), .reset, .clk);
        end
    endgenerate
endmodule
module reg_if_id(
    input  logic clk, reset,
    input  logic [63:0] pc, BLT_if,
    input  logic [4:0] Rn_if, Rd_if, Rm_if,
    input  logic [2:0] ALUop_if,
    input  logic [3:0] xfer_size_if,
    input  logic [11:0] ALU_imm_if,
    input  logic [18:0] COND_BR_addr_if,
    input  logic [8:0] DT_addr_if,
    input  logic [25:0] BR_addr_if,
    input  logic [5:0] shamt_if,
    input  logic Reg2Loc_if, ALUsrc_if, MemtoReg_if, RegWrite_if, MemWrite_if,  DTsignal_if, UnCondBr_if,
    input  logic BLsignal_if, update_if, cond_if, cbz_if, branch_if, BRsignal_if,
    output  logic [63:0] pc_id, BLT_id,
    output  logic [4:0] Rn_id, Rd_id, Rm_id,
    output  logic [2:0] ALUop_id,
    output  logic [3:0] xfer_size_id,
    output  logic [11:0] ALU_imm_id,
    output  logic [18:0] COND_BR_addr_id,
    output  logic [8:0] DT_addr_id,
    output  logic [25:0] BR_addr_id,
    output  logic [5:0] shamt_id,
    output  logic Reg2Loc_id, ALUsrc_id, MemtoReg_id, RegWrite_id, MemWrite_id,  DTsignal_id, UnCondBr_id,
    output  logic BLsignal_id, update_id, cond_id, cbz_id, branch_id, BRsignal_id
    );
    nn_dff #(64) dff0 (.in(BLT_if), .out(BLT_id), .*);
    nn_dff #(64) dff1 (.in(pc), .out(pc_id), .*);
    nn_dff #(19) dff2 (.in(COND_BR_addr_if), .out(COND_BR_addr_id), .*);
    nn_dff #(26) dff3 (.in(BR_addr_if), .out(BR_addr_id), .*);
    nn_dff #(1)  dff4 (.in(Reg2Loc_if), .out(Reg2Loc_id), .*);
    nn_dff #(1)  dff5 (.in(ALUsrc_if), .out(ALUsrc_id), .*);
    nn_dff #(1)  dff6 (.in(MemtoReg_if), .out(MemtoReg_id), .*);
    nn_dff #(1)  dff7 (.in(RegWrite_if), .out(RegWrite_id), .*);
    nn_dff #(1)  dff8 (.in(MemWrite_if), .out(MemWrite_id), .*);
    nn_dff #(1)  dff9 (.in(BLsignal_if), .out(BLsignal_id), .*);
    nn_dff #(1)  dff10 (.in(cbz_if), .out(cbz_id), .*);
    nn_dff #(1)  dff11 (.in(branch_if), .out(branch_id), .*);
    nn_dff #(1)  dff12 (.in(cond_if), .out(cond_id), .*);
    nn_dff #(1)  dff13 (.in(update_if), .out(update_id), .*);
    nn_dff #(1)  dff14 (.in(UnCondBr_if), .out(UnCondBr_id), .*);
    nn_dff #(1)  dff15 (.in(DTsignal_if), .out(DTsignal_id), .*);
    nn_dff #(3)  dff16 (.in(ALUop_if), .out(ALUop_id), .*);
    nn_dff #(4)  dff17 (.in(xfer_size_if), .out(xfer_size_id), .*);
    nn_dff #(5)  dff18 (.in(Rn_if), .out(Rn_id), .*);
    nn_dff #(5)  dff19 (.in(Rd_if), .out(Rd_id), .*);
    nn_dff #(5)  dff20 (.in(Rm_if), .out(Rm_id), .*);
    nn_dff #(12) dff21 (.in(ALU_imm_if), .out(ALU_imm_id), .*);
    nn_dff #(9)  dff22 (.in(DT_addr_if), .out(DT_addr_id), .*);
    nn_dff #(6)  dff23 (.in(shamt_if), .out(shamt_id), .*);
    nn_dff #(1)  dff24 (.in(BRsignal_if), .out(BRsignal_id), .*);
endmodule
--- run.sh ---
#!/bin/bash
# OpenROAD 26Q1-2900-gdf79404cd8, Yosys 0.63+post, stock flow scripts
make -C /OpenROAD-flow-scripts/flow DESIGN_CONFIG=/design/flow/config.mk WORK_HOME=/design/flow/orfs finish
--- config.mk ---
export PLATFORM = sky130hd
export DESIGN_NAME = reg_if_id
export DESIGN_NICKNAME = reg_if_id
export VERILOG_FILES = /design/flow/design.v
export SDC_FILE = /design/flow/constraint.sdc
export NUM_CORES = 4
export LEC_CHECK = 1
export CORE_AREA = 10 10 276 276
export DIE_AREA = 0 0 286 286
--- constraint.sdc ---
current_design reg_if_id

set clk_period 1.0
set clk_io_pct 0.2

create_clock -name clk0 -period $clk_period [get_ports {clk}]

set non_clock_inputs [all_inputs -no_clocks]
set_input_delay [expr $clk_period * $clk_io_pct] -clock clk0 $non_clock_inputs
set_output_delay [expr $clk_period * $clk_io_pct] -clock clk0 [all_outputs]
==> run_results.csv <==
group,metric,value,unit
outcome,status,"finished, violations left",
outcome,violations,"setup timing",
critical_path,crit_required,0.80,ns
global_routing,met3_usage,4.84,%
route,vias_per_cell,2.73,
critical_path,startpoint,"dff20.dff[1].dff_neg.q$_SDFF_NP0_",
route,drtIter0Drc,73,
cts,hold_buffers,0,
die,fp_util,11.9,%
final_timing,slew-limit-headroom,79.6,%
final_timing,hold_viol,0,
cells_and_area,drive_gt1_share,36.4,%
route,dr.pass1.iters,4,
die,die_h,286,um
global_routing,met2_usage,10.1,%
critical_path,worst-path-buf-inv,1,
global_routing,use_met1,6.04,%
logic_synthesis,syn_area_per_cell,11.6,um2
flow_run,warning_count,263,
logic_synthesis,synth.most_common_cell,"dfxtp_1",
cells_and_area,logic_area,1700,um2
cts,cts-htree-levels,1,
pwr,powerDensity,1970,nW/um2
logic_synthesis,syn_area,8320,um2
logic_synthesis,top_area_cell,"dfxtp_1",
final_timing,setup_slack,-0.816,ns
critical_path,cp.depth,1,
critical_path,start_kind,"flip-flop",
critical_path,cp-end-kind,"output pin",
critical_path,max_stage_delay,0.40,ns
critical_path,critPathKind,"reg -> out",
critical_path,worstSetupEndpoint,"Rm_id[1]",
logic_synthesis,area_leaders,"dfxtp_1 57%, buf_4 20%, nor2b_1 11%",
global_routing,first_global_vias,6923,
flow_run,maxCapViolations,0,
placed_design,dp_cells,1911,
cells_and_area,regArea,4790,um2
cts,postCtsSetupRepairBufs,0,
logic_synthesis,synthCells,719,
logic_synthesis,ys_ff,235,
critical_path,critPathSlowestCell,"dfxtp_4",
placed_design,placement.io_buffers,471,
critical_path,cp_max_fo,1,
critical_path,cp.arrival,1.62,ns
route,via_count,5985,
cts,cts_buffer_depth,3,
die,die_x,286,um
cells_and_area,fillers,7658,
final_timing,setup_viol,235,
logic_synthesis,yosys.stat.seqShare,56.5,%
cts,cts_tree,"built",
global_routing,grt_pass1_wl,39900,um
placed_design,gp_congestion,0.900,
global_routing,busiest_layer,"met2",
global_routing,grt_max_degree,32,
cells_and_area,synthToLayoutAreaGrowth,61.5,%
logic_synthesis,synth_cell_types,8,
cts,cts.sinks,235,
logic_synthesis,yosys.stat.chipArea,8320,um2
final_timing,tns,-163.22,ns
final_timing,rsz0062_at_grt,"yes",
placed_design,dpl.hpwl,21600,um
die,die_area,81800,um2
pwr,peakVddDrop,1.76,mV
logic_synthesis,async_reset_ff_share,0,%
cells_and_area,fin_cells,2195,
route,wire_per_inst,12.7,um
global_routing,grt_use_total,6.44,%
logic_synthesis,common_cells,"235 x dfxtp_1, 222 x buf_4, 142 x nor2b_1, 93 x nor2b_2, 17 x buf_6",
route,ant_nets,0,
die,ioPinCount,472,
die,coreArea,70100,um2
cts,clk_pin_slew,0.04,ns
critical_path,path_cells,"buf_6",
die,rows,97,
logic_synthesis,ys_cells,719,
logic_synthesis,ys_warn_count,1,
pwr,total_leakage_power,6.53,nW
worst_hold_path,hold_class,"in -> reg",
critical_path,critical-path-top-delay-family,"flip-flops",
global_routing,overflow,0,
global_routing,antenna_found_initial,1,
route,wirelength,27800,um
logic_synthesis,top_cell_area_share,56.5,%
logic_synthesis,ys.flop_type,"dfxtp_1",
logic_synthesis,synth-edff-count,0,
cts,cts-root-buf,"clkbuf_16",
final_timing,tightest_slew,0.306,ns
cts,numCtsBuffers,27,
route,route.detailed.drc,0,
final_timing,drv_slew,0,
## state kept, by name (all words and copies together) (netlist names), 3 cells and up
signal / flops
dff23.dff.dff_neg.q: 6
dff3.dff.dff_neg.q: 26
dff20.dff.dff_neg.q: 5
dff17.dff.dff_neg.q: 4
dff16.dff.dff_neg.q: 3
dff1.dff.dff_neg.q: 64
dff0.dff.dff_neg.q: 64
dff18.dff.dff_neg.q: 5
dff22.dff.dff_neg.q: 9
dff19.dff.dff_neg.q: 5
dff21.dff.dff_neg.q: 12
dff2.dff.dff_neg.q: 19
## cell usage in the layout, fill, tap and decap left out, types with 9 or more instances in the layout
cell type        count
dfxtp_2             47
clkdlybuf4s50_1    235
clkinvlp_2           9
buf_4               23
buf_6               17
nor2b_2             93
inv_1              238
nor2b_1            142
clkbuf_16           27
buf_2              218
dfxtp_1            182
## area by class of cell
class | count | area share, %
repair buffers | 500 | 29.3
multi-input cells | 235 | 12.7
clock buffers | 27 | 5.02
diodes | 1 | 0.0186
well taps | 940 | 8.75
flip-flops and latches | 235 | 35.6
clock inverters | 257 | 8.63
## per-layer routing
metal	wire (um)	vias up	part of all wire [%]
met5	0	-	0
met4	907	0	3.3
met3	4090	39	15
met2	12900	357	46
met1	9950	2614	36
li1	-	2975	-
## stage by stage
step	instance area, um2	total power [mW]	worst slack [ns]	utilization [%]	hold slack [ns]
after floorplan	8370	12.7	-0.241	-	0.828
after global placement	12600	14.3	-0.868	18.0	1.03
after detailed placement	12600	14.3	-0.870	18.0	1.03
after CTS	13400	27.4	-0.866	19.1	0.387
after global routing	13400	28.5	-0.881	19.2	0.394
final	13400	26.4	-0.816	19.2	0.419
## what timing repair did
action,4_1_cts,5_1_grt
setup endpoints to repair,235,235
cloned,0,0
pin swaps,0,0
resized,831,25
## worst min-delay path by stage
stage | start | to | slack (ns) | cells after the start
final | reset | dff1.dff[25].dff_neg.q$_SDFF_NP0_ | 0.42 | 3
after global routing | reset | dff1.dff[25].dff_neg.q$_SDFF_NP0_ | 0.39 | 3
after CTS | reset | dff1.dff[25].dff_neg.q$_SDFF_NP0_ | 0.39 | 3
## kinds of logic after synthesis
family / Yosys count / share of synthesized area [%]
and+or+nand+nor: 235 / 20.5
buffers and inverters: 249 / 23.0
DFF: 235 / 56.5
## power by group
part / switching (mW) / internal (mW) / leakage (nW)
Clock: 6.47 / 7.73 / 1.71
Sequential: 0.143 / 9.97 / 1.97
Combinational: 0.605 / 1.54 / 2.85
Power and IR drop assume default switching activity.
