==> design/flow/config.mk <==
export PLATFORM = sky130hd
export DESIGN_NAME = reg_id_ex
export DESIGN_NICKNAME = reg_id_ex
export VERILOG_FILES = /design/flow/design.v
export SDC_FILE = /design/flow/constraint.sdc
export NUM_CORES = 4
export LEC_CHECK = 1
export CORE_AREA = 10 10 371 371
export DIE_AREA = 0 0 381 381
==> design/flow/constraint.sdc <==
current_design reg_id_ex

set clk_period 1.0
set clk_io_pct 0.2

create_clock -name clk0 -period $clk_period [get_ports {clk}]

set non_clock_inputs [all_inputs -no_clocks]
set_input_delay [expr $clk_period * $clk_io_pct] -clock clk0 $non_clock_inputs
set_output_delay [expr $clk_period * $clk_io_pct] -clock clk0 [all_outputs]
==> design/flow/design.v <==
module d_ff_neg (q, d, reset, clk);   
    output reg q; 
    input d, reset, clk; 
    always_ff @(negedge clk) 
    if (reset) 
        q <= 0;   
    else 
        q <= d;  
endmodule 
module nn_dff #(parameter N=64) (
        input  logic clk, reset,
        input  logic [N-1:0] in,
        output logic [N-1:0] out
    );
    genvar i;
    generate
        for(i=0; i<N;i++) begin : dff
            d_ff_neg dff_neg (.q(out[i]), .d(in[i]), .reset, .clk);
        end
    endgenerate
endmodule
module reg_id_ex(
    input  logic clk, reset,
    input  logic [63:0] Da_id, Db_id, BR_to_shift_id, pc_id, ALU_or_DT_id, new_pc2_id, BLT_id,
    input  logic [4:0] Rd_id, Ab_id, Rn_id,
    input  logic [3:0] xfer_size_id,
    input  logic [2:0] ALUop_id,
    input  logic ALUsrc_id, MemtoReg_id, RegWrite_id, MemWrite_id, cbz_id, branch_id, 
    input  logic BRsignal_id, update_id, BrTaken_id, BLsignal_id,
    output logic [63:0] Da_ex, Db_ex, BR_to_shift_ex, pc_ex, ALU_or_DT_ex, new_pc2, BLT_ex,
    output logic [4:0] Rd_ex, Ab_ex, Rn_ex,
    output logic [3:0] xfer_size_ex,
    output logic [2:0] ALUop_ex,
    output logic ALUsrc_ex, MemtoReg_ex, RegWrite_ex, MemWrite_ex, cbz_ex, branch_ex, 
    output logic BRsignal, update_ex, BrTaken, BLsignal_ex
    );
    nn_dff #(64) dff0 (.in(Da_id), .out(Da_ex), .*);
    nn_dff #(64) dff1 (.in(Db_id), .out(Db_ex), .*);
    nn_dff #(64) dff2 (.in(BR_to_shift_id), .out(BR_to_shift_ex), .*);
    nn_dff #(64) dff3 (.in(pc_id), .out(pc_ex), .*);
    nn_dff #(64) dff6 (.in(ALU_or_DT_id), .out(ALU_or_DT_ex), .*);
    nn_dff #(5)  dff7 (.in(Rd_id), .out(Rd_ex), .*);
    nn_dff #(5)  dff8 (.in(Ab_id), .out(Ab_ex), .*);
    nn_dff #(5)  dff9 (.in(Rn_id), .out(Rn_ex), .*);
    nn_dff #(1) dff10 (.in(ALUsrc_id), .out(ALUsrc_ex), .*);
    nn_dff #(1) dff11 (.in(MemtoReg_id), .out(MemtoReg_ex), .*);
    nn_dff #(1) dff12 (.in(RegWrite_id), .out(RegWrite_ex), .*);
    nn_dff #(1) dff13 (.in(MemWrite_id), .out(MemWrite_ex), .*);
    nn_dff #(1) dff14 (.in(cbz_id), .out(cbz_ex), .*);
    nn_dff #(1) dff15 (.in(branch_id), .out(branch_ex), .*);
    nn_dff #(1) dff16 (.in(BRsignal_id), .out(BRsignal), .*);
    nn_dff #(1) dff17 (.in(update_id), .out(update_ex), .*);
    nn_dff #(4) dff18 (.in(xfer_size_id), .out(xfer_size_ex), .*);
    nn_dff #(3) dff19 (.in(ALUop_id), .out(ALUop_ex), .*);
    nn_dff #(64)dff20 (.in(new_pc2_id), .out(new_pc2), .*);
    nn_dff #(1) dff21 (.in(BrTaken_id), .out(BrTaken), .*);
    nn_dff #(1) dff22 (.in(BLsignal_id), .out(BLsignal_ex), .*);
    nn_dff #(64)dff23 (.in(BLT_id), .out(BLT_ex), .*);
endmodule
==> design/flow/run.sh <==
#!/bin/bash
# OpenROAD 26Q1-2900-gdf79404cd8, Yosys 0.63+post, stock flow scripts
make -C /OpenROAD-flow-scripts/flow DESIGN_CONFIG=/design/flow/config.mk WORK_HOME=/design/flow/orfs finish
==> run summary <==
Run status: finished, violations left
Violations in the final reports: negative setup slack
Tool warnings: 508
CTS tree: yes
DR iter-0 viols: 453
Avg Synthesized Cell Area: 11.1 µm²
PnR worst setup slack: -0.867 ns
Synthesis area per yosys: 16400 µm²
LEAKAGE: 13.6 nW
Power, Total: 53.5 mW
Synth warn: 1
Crit Path Class: reg -> out
Worst Tran Pin Value: 0.400 ns
Clock Tree Buf Depth: 3
Largest net degree at the start of global routing: 29
Clock Sinks: 480
Drt pass-1 iters: 4
Die Size: 145000 µm²
Initial antenna violation count: 13
Routed Antenna Nets: 0
Residual DRC count: 0
DP HPWL: 54.0 mm
Total GRT Usage: 0.0898
Final Hold Viols: 0
Chip height: 381 µm
Hold_buf cts: 0
Remaining global-route overflow: 0
Crit path cell chain: buf_6
Unique cell type count in the Yosys netlist: 6
Synth Instances: 1484
CTS root buffer: clkbuf_16
EDFF count, synth: 0
Clock-pin slew on the worst setup and hold paths: 0.04 ns
First-pass GRT wire length: 93.0 mm
Hold Path End: dff3.dff[21].dff_neg.q
# port buffers: 961
Async set or reset register ratio after synthesis: 0
Final hold slack: 0.467 ns
CP endpoint kind: output port
Max-Cap Viols: 0
Core Util, Final: 0.212
Yosys cell count: 1484
Cell area power density: 1950 nW/µm²
Hold path depth: 3
Req. time, crit path: 0.80 ns
IO Count: 962
Vias in the first global route: 13960
Row cnt: 132
Gp weighted congestion: 0.953
Initial Util: 0.127
Worst Hold Class: in -> reg
Commonest cells in the netlist: buf_4, dfxtp_1, nor2b_1
Cell Area, Synth: 16400 µm²
Post-synth regs: 480
Max Transition Viols Final: 0
Routed WL: 68.0 mm
Synth area leaders: dfxtp_1, buf_4, nor2b_1, buf_2, clkbuf_1
Startpoint Class: flip-flop
Arrival time at the worst endpoint: 1.67 ns
Area Growth Syn to Fin: 67.2%
Core area: 129000 µm²
DR WL/cell: 15.7 µm
Max-Slew Margin vs Limit: 0.733
CTS buffer count: 56
Peak per-stage delay on the critical path: 0.41 ns
Total number of vias: 12469
Top-area cell type share of the netlist area: 0.585
Top FF cell, synth: dfxtp_1
Final setup vio count: 548
WP buf/inv: 1
H-tree depth: 2
Critical path's top delay family: flip-flops
CP max FO: 1
RSZ-0062 raised after global routing: yes
Worst slack, placed: -1.45 ns
Yosys top cell by area: dfxtp_1
Vias per cell: 2.87
VDD IR max: 0.00145 V
Die Span X: 381 µm
Seq/Total Area, Yosys: 0.585
Slowest CP cell: dfxtp_4
HP Start: reset
Ratio of cells with drive above 1 in the final layout: 0.317
==> through the flow <==
step           cells  instance area [µm²]  setup TNS (ns)
6_report        4340                27500         -357.39
5_1_grt         4337                27500         -390.37
4_1_cts         4326                26900         -389.92
3_5_place_dp    3744                25300         -460.38
3_3_place_gp    3744                25300         -461.07
2_1_floorplan   1484                16800         -115.17
==> registers in the layout (all words and copies together) (netlist names), 3 cells and up <==
register / count
dff8.dff.dff_neg.q: 5
dff9.dff.dff_neg.q: 5
dff20.dff.dff_neg.q: 64
dff6.dff.dff_neg.q: 64
dff3.dff.dff_neg.q: 64
dff7.dff.dff_neg.q: 5
dff19.dff.dff_neg.q: 3
dff18.dff.dff_neg.q: 4
dff23.dff.dff_neg.q: 64
dff1.dff.dff_neg.q: 64
dff2.dff.dff_neg.q: 64
dff0.dff.dff_neg.q: 64
==> layout make-up <==
type / instances / area [µm²]
multi-input combinational: 480 / 3210
antenna: 5 / 12.5
fill: 14064 / 102000
tap: 1742 / 2180
timing repair buffer: 1050 / 8640
sequential: 480 / 9780
clock buffer: 57 / 1430
clock inverter: 526 / 2230
==> routing by layer <==
metal | GRT usage | vias to the layer above | routed length (µm)
met2 | 0.144 | 618 | 33100
met3 | 0.0599 | 118 | 8190
met5 | 0 | - | 86
li1 | - | 6151 | -
met1 | 0.0905 | 5570 | 24600
met4 | 0.0377 | 12 | 2020
==> cells in the final DEF, fill, tap and decap left out, drive strengths merged <==
cell type	n
bufinv	7
clkbuf	60
bufbuf	1
clkinv	2
dlygate4sd2	2
clkdlybuf4s50	478
nor2b	480
inv	504
buf	566
clkinvlp	13
diode	5
dfxtp	480
==> cell families after synthesis <==
group / share of synthesized area
buf+inv: 0.232
flops: 0.585
simple gates: 0.183
==> how the worst max path moves through the flow <==
stage	startpoint	to	depth (start not counted)
6_report	dff1.dff[33].dff_neg.q	Db_ex[33]	1
5_1_grt	dff1.dff[33].dff_neg.q	Db_ex[33]	1
4_1_cts	dff1.dff[33].dff_neg.q	Db_ex[33]	1
==> report_power, final <==
group          internal (mW)  switching (mW)  leakage (nW)
Combinational           3.31            1.48          6.02
Clock                   14.7            13.3          3.49
Sequential              20.4           0.285          4.04
Total                   38.4            15.0          13.6
==> timing repair <==
action,CTS,global route
endpoints found under the setup margin,496,587
gates cloned,2,3
buffers inserted,8,7
resized,1774,139
No activity file was given, so power comes from the tool's default toggle rates.
